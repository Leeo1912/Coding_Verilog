File: flow/run.sh
#!/bin/bash
# OpenROAD 26Q1-2900-gdf79404cd8, Yosys 0.63+post, stock flow scripts
make -C /OpenROAD-flow-scripts/flow DESIGN_CONFIG=/design/flow/config.mk WORK_HOME=/design/flow/orfs finish
File: flow/config.mk
export PLATFORM = sky130hd
export DESIGN_NAME = afifo
export DESIGN_NICKNAME = afifo
export VERILOG_FILES = /design/flow/design.v
export SDC_FILE = /design/flow/constraint.sdc
export NUM_CORES = 4
export LEC_CHECK = 1
export CORE_UTILIZATION = 30
File: flow/design.v
module afifo 
#(
	parameter   DEEPWID = 3 ,
	parameter   DEEP    = 8 ,
	parameter   BITWID  = 8  
)
(
	input                           wr_clk              ,
	input                           wr_rst_n            ,
	input                           wr                  ,
	input           [BITWID-1:0]    wr_dat              ,
	input                           rd_clk              ,
	input                           rd_rst_n            ,
	input                           rd                  ,
	output  reg     [BITWID-1:0]    rd_dat              ,
	output  reg                     rd_dat_vld          ,
	input           [DEEPWID-1:0]   cfg_almost_full     ,
	input           [DEEPWID-1:0]   cfg_almost_empty    ,
	output                          almost_full         ,
	output                          almost_empty        ,
	output                          full                ,
	output                          empty               ,  
	output          [DEEPWID:0]     wr_num              ,
	output          [DEEPWID:0]     rd_num                  
);
reg     [DEEPWID:0]         wr_ptr_exp               ;
reg     [DEEPWID:0]         rd_ptr_exp               ;
wire    [DEEPWID-1:0]       wr_ptr                   ;
wire    [DEEPWID-1:0]       rd_ptr                   ;
reg     [DEEPWID:0]         wr_ptr_exp_r             ;
reg     [DEEPWID:0]         rd_ptr_exp_r             ;
reg     [DEEPWID:0]         wr_ptr_exp_cross         ;
reg     [DEEPWID:0]         rd_ptr_exp_cross         ;
reg     [DEEPWID:0]         wr_ptr_exp_cross_r       ;
reg     [DEEPWID:0]         rd_ptr_exp_cross_r       ;
wire     [DEEPWID:0]         wr_ptr_exp_cross_trans  ;
wire     [DEEPWID:0]         rd_ptr_exp_cross_trans  ;
reg     [BITWID-1:0]        my_memory[DEEP-1:0]      ;
integer                     ii                       ;
assign wr_ptr = wr_ptr_exp[DEEPWID-1:0];
assign rd_ptr = rd_ptr_exp[DEEPWID-1:0];
assign wr_num =  wr_ptr_exp            - rd_ptr_exp_cross_trans;
assign rd_num =  wr_ptr_exp_cross_trans - rd_ptr_exp;
assign full         = (wr_num == DEEP) | ((wr_num == DEEP - 1) & wr);
assign empty        = (rd_num == 0)    | ((rd_num == 1) & rd);
assign almost_full  =    (wr_num >= cfg_almost_full)  
						| ((wr_num == cfg_almost_full - 1) & wr);
assign almost_empty =    (rd_num <= cfg_almost_empty) 
						| ((rd_num == cfg_almost_empty + 1) & rd);
always @(posedge wr_clk or negedge wr_rst_n)
begin
	if (!wr_rst_n)
		wr_ptr_exp  <= {(DEEPWID+1){1'b0}};
	else if (wr)
		wr_ptr_exp  <= wr_ptr_exp + {{(DEEPWID+1){1'b0}},1'b1};
end
always @(posedge rd_clk or negedge rd_rst_n)
begin
	if (!rd_rst_n)
		rd_ptr_exp  <= {(DEEPWID+1){1'b0}};
	else if (rd)
		rd_ptr_exp  <= rd_ptr_exp + {{(DEEPWID+1){1'b0}},1'b1};
end
always @(posedge wr_clk or negedge wr_rst_n)
begin
	if (!wr_rst_n)
	begin
		wr_ptr_exp_r        <= {(DEEPWID+1){1'b0}} ;
		rd_ptr_exp_cross    <= {(DEEPWID+1){1'b0}} ;
		rd_ptr_exp_cross_r  <= {(DEEPWID+1){1'b0}} ;
	end
	else
	begin
		wr_ptr_exp_r        <= graycode(wr_ptr_exp);
		rd_ptr_exp_cross    <= rd_ptr_exp_r        ;
		rd_ptr_exp_cross_r  <= rd_ptr_exp_cross    ;
	end
end
always @(posedge rd_clk or negedge rd_rst_n)
begin
	if (!rd_rst_n)
	begin
		rd_ptr_exp_r        <= {(DEEPWID+1){1'b0}};
		wr_ptr_exp_cross    <= {(DEEPWID+1){1'b0}} ;
		wr_ptr_exp_cross_r  <= {(DEEPWID+1){1'b0}} ;
	end
	else
	begin
		rd_ptr_exp_r        <= graycode(rd_ptr_exp);
		wr_ptr_exp_cross    <= wr_ptr_exp_r        ;
		wr_ptr_exp_cross_r  <= wr_ptr_exp_cross    ;
	end
end
assign wr_ptr_exp_cross_trans = degraycode(wr_ptr_exp_cross_r);
assign rd_ptr_exp_cross_trans = degraycode(rd_ptr_exp_cross_r);
always @(posedge wr_clk or negedge wr_rst_n)
begin
	if (!wr_rst_n)
		for (ii=0;ii<DEEP;ii=ii+1)
			my_memory[ii] <= {(BITWID){1'b0}};
	else
	begin
		for (ii=0; ii<DEEP; ii=ii+1)
		begin
			if(wr & (wr_ptr == ii))
				my_memory[ii] <= wr_dat;
		end
	end 
end
always @(posedge rd_clk or negedge rd_rst_n)
begin
	if (!rd_rst_n)
		rd_dat <=  {BITWID{1'b0}};
	else
	begin
		if (rd)
		begin
			for (ii=0; ii<DEEP; ii=ii+1)
			begin
				if (rd_ptr == ii)
					rd_dat <= my_memory[ii];
			end
		end
	end
end
always @(posedge rd_clk or negedge rd_rst_n)
begin
	if (!rd_rst_n)
		rd_dat_vld <= 1'b0;
	else
		rd_dat_vld <= rd;
end
function    [DEEPWID:0]     graycode;
	input       [DEEPWID:0]      val_in;
	reg         [DEEPWID+1:0]    val_in_exp;
	integer     i;
	begin
		val_in_exp =   {1'b0, val_in};
		for(i=0;i<DEEPWID+1;i=i+1)
			graycode[i] = val_in_exp[i] ^ val_in_exp[i+1];
	end
endfunction
function    [DEEPWID:0]     degraycode;
	input       [DEEPWID:0]     val_in;
	reg         [DEEPWID+1:0]   tmp;
	integer     i;
	begin
		tmp = {(DEEPWID+2){1'b0}};
		for(i=DEEPWID;i>=0;i=i-1)
			tmp[i] = val_in[i] ^ tmp[i+1];
		degraycode = tmp[DEEPWID:0];
	end
endfunction
endmodule
File: flow/constraint.sdc
current_design afifo

set clk_period 4.8
set clk_io_pct 0.2

create_clock -name clk0 -period $clk_period [get_ports {rd_clk}]
create_clock -name clk1 -period $clk_period [get_ports {wr_clk}]

set non_clock_inputs [all_inputs -no_clocks]
set_input_delay [expr $clk_period * $clk_io_pct] -clock clk0 $non_clock_inputs
set_output_delay [expr $clk_period * $clk_io_pct] -clock clk0 [all_outputs]
==> flow_summary.toml <==
# synthesis and place-and-route metrics
[run_status]
status = "complete, no violations"

[clocking]
post_cts_buffers = 0
cts.sinks = 105
ctsHoldBuffers = 0
ctsResizeCount = 0
cts.clk_slew.worst_paths_ps = 70
cts_tree = "done"

[floorplanning]
num_io_pins = 41
dieHeight_um = 131
num_rows = 46
chip_area_um2 = 17200
initCoreUtil = 0.311
core_um2 = 16100
fp.dieW_um = 131

[power]
p_int_mw = 3.49
p_seq_frac = 0.290
p_sw_mw = 1.92
p_clk_frac = 0.163
p_per_area_nw_per_um2 = 900
p_comb_frac = 0.547
power.total_mw = 5.42
power_leakage_nw = 2.57
ir_drop_v = 0.000705
p_sw_frac = 0.355

[critical_path]
path_cells = "xnor2_1 -> xor2_1 -> xnor2_1 -> ha_1 -> fa_1 -> xnor2_1 -> xnor2_1 -> mux2i_1 -> nand4b_1 -> nand3_1 -> clkdlybuf4s50_1"
r2r_cells = 7
rr_startpoint = "rd_ptr_exp[1]$_DFFE_PN0P_"
crit_family = "XOR/XNOR gates"
cp.required_ps = 3840
arrival_ps = 3450
end_kind = "primary output"
r2r-end = "rd_dat[7]$_DFFE_PN0P_"
crit_cells = 11
cpMaxStageDelayCell = "clkdlybuf4s50_1"
cpPeakStageDelay_ps = 460
critPathKind = "flop to primary output"
cp_max_fo = 5
cp_common_cell = "xnor2_1"
path_buffers = 1
r2r_setup_slack_ps = 2210
start_kind = "flop"

[worst_hold_path]
hold_path_end = "rd_ptr_exp_cross[1]$_DFF_PN0_"
hp-class = "flop to flop"
hold_path_depth = 0
min_from = "rd_ptr_exp_r[1]$_DFF_PN0_"

[timing]
slew_viol_final = 0
rsz0062_at_grt = "no"
maxSlewHeadroom = 0.493
tightest_slew_ps = 760
hold_violations = 0
finalClockSkew_ps = 8.04
report.final.setup_viol = 0
tns_ps = 0

[final_layout]
area.growth.synth_to_final_pct = 20.0
final_layout_size_suffix_gt1_frac = 0.163
layoutNonFillerInstCount = 677
flop_area_um2 = 2630
n_fill_cell = 1542
comb_area_um2 = 2240
final_area_um2 = 6020
post-route-util = 0.374

[synth]
syn_inst = 413
top_cell = "dfrtp_1"
netlist.area_leader.share = 0.524
top_cells_by_count = "105 x dfrtp_1, 40 x mux2_2, 28 x ha_1"
synth-edff-count = 0
yosysTopAreaCell = "dfrtp_1"
top_cells_by_area = "dfrtp_1 52%, mux2_2 9.0%, ha_1 7.0%, mux2_1 5.4%, a21oi_1 2.2%"
yosys.cell_types.count = 39
synth_area_um2 = 5020
synth_seq_share = 0.524
yosys_cells = 413
ff_type = "dfrtp_1"
numSynthFlops = 105
synth_area_per_cell_um2 = 12.1
synth_async_sr_flop_share = 1.00
ys_warn_count = 2
yosys_area_um2 = 5020

[global_routing]
global_route.usage.met1 = 0.206
grt_max_degree = 46
grt_pass1_wl_mm = 17.9
gr-usage-met3 = 0.0271
use_met2 = 0.193
grt_pass1_vias = 3456
grt.overflow.total = 0
busiest_layer = "met1"
grtUsageTotal = 0.131
antenna_found_initial = 0

[placed_design]
portBuffers = 39
dp.cells = 657
dpl_cell_area_um2 = 5630
globalplace.congestion = 0.864
hpwl_mm = 7.31

[job]
warning_count = 34
drv_cap = 0

[route]
drcViolationCount = 0
diodes = 0
firstDrtPassIters = 4
ant_nets = 0
via_per_inst = 4.79
vias = 3246
wl_per_cell_um = 15.1
drt_iter0_markers = 188
route.final.wire_length_mm = 10.2
[kinds of logic after synthesis]
| kind of cell | after synthesis | share of synthesized area |
|---|---|---|
| compound gates | 89 | 0.107 |
| xor+xnor | 24 | 0.0434 |
| fa+ha+maj | 30 | 0.0778 |
| buf+inv | 35 | 0.0289 |
| flops | 105 | 0.524 |
| mux | 66 | 0.148 |
| simple gates | 64 | 0.0718 |
[metal layers]
layer | part of all wire | wire [µm]
met5 | 0 | 0
met4 | 0.019 | 197
met3 | 0.050 | 509
met2 | 0.44 | 4470
met1 | 0.49 | 5060
[layout by cell type, fill, tap and decap left out, types with 7 or more instances in the layout]
master | netlist | final
nand2b_1 | 9 | 9
o21ai_1 | 9 | 9
a31oi_1 | 9 | 9
xnor2_1 | 12 | 12
mux2_2 | 40 | 40
clkdlybuf4s50_1 | 0 | 38
o211ai_1 | 8 | 8
mux2_1 | 24 | 24
a22oi_1 | 8 | 8
nor2_1 | 11 | 11
nand2_1 | 18 | 18
ha_1 | 28 | 28
clkbuf_16 | 0 | 12
dfrtp_1 | 105 | 105
o31ai_1 | 7 | 7
o21ai_0 | 20 | 20
inv_1 | 21 | 21
a21oi_1 | 22 | 22
xor2_1 | 11 | 11
nand3_1 | 7 | 7
[cell type report]
type,count,share of cell area
timing repair buffer,42,0.0682
multi-input combinational,273,0.373
inverter,21,0.0131
clock inverter,6,0.0118
clock buffer,14,0.0528
sequential,105,0.436
tap,216,0.0449
[power by group through the flow]
stage	logic, mW	registers [mW]	clock network (mW)
CTS	2.99	1.57	0.903
global route	3.35	1.63	0.944
finish	2.96	1.57	0.884
[metrics by stage]
step,worst slack [ps],hold WS [ps]
final,393,281
after global routing,79.0,293
after CTS,365,277
after detailed placement,704,335
after global placement,811,336
after floorplan,1420,331
[sequential cells by signal, summed over array words and instances, names as in the netlist]
register	flops
my_memory	64
rd_dat	8
rd_dat_vld	1
rd_ptr_exp	4
rd_ptr_exp_cross	4
rd_ptr_exp_cross_r	4
rd_ptr_exp_r	4
wr_ptr_exp	4
wr_ptr_exp_cross	4
wr_ptr_exp_cross_r	4
wr_ptr_exp_r	4
[worst max-delay path by stage]
stage     slack (ps)                            start     endpoint
4_1_cts          360  rd_ptr_exp_cross_r[3]$_DFF_PN0_  almost_full
5_1_grt           80  rd_ptr_exp_cross_r[3]$_DFF_PN0_  almost_full
6_report         390  rd_ptr_exp_cross_r[3]$_DFF_PN0_  almost_full
