[constraint.sdc]
current_design atan

set clk_period 13.2
set clk_io_pct 0.2

create_clock -name clk0 -period $clk_period [get_ports {clk}]

set non_clock_inputs [all_inputs -no_clocks]
set_input_delay [expr $clk_period * $clk_io_pct] -clock clk0 $non_clock_inputs
set_output_delay [expr $clk_period * $clk_io_pct] -clock clk0 [all_outputs]
[run.sh]
#!/bin/bash
# OpenROAD 26Q1-2900-gdf79404cd8, Yosys 0.63+post, stock flow scripts
make -C /OpenROAD-flow-scripts/flow DESIGN_CONFIG=/design/flow/config.mk WORK_HOME=/design/flow/orfs finish
[config.mk]
export PLATFORM = sky130hd
export DESIGN_NAME = atan
export DESIGN_NICKNAME = atan
export VERILOG_FILES = /design/flow/design.v
export SDC_FILE = /design/flow/constraint.sdc
export NUM_CORES = 4
export LEC_CHECK = 1
export CORE_UTILIZATION = 40
[design.v]
module atan
(
    input                       clk         ,
    input                       rst_n       ,
    input                       trig        ,
    output                      vld         ,
    input       signed  [16:0]  para_in     ,
    output  reg signed  [11:0]  atany            
);
reg                     run_latch   ;
reg             [3:0]   cnt         ;
reg     signed  [18:0]  tmp1        ;
reg     signed  [18:0]  tmp2        ;
wire    signed  [19:0]  y0          ;
reg     signed  [19:0]  xr          ;
reg     signed  [19:0]  yr          ;
reg     signed  [19:0]  x2          ;
reg     signed  [19:0]  y2          ;
always @(posedge clk or negedge rst_n)
begin
    if (!rst_n)
        run_latch <= 1'b0;
    else
    begin
        if (trig)
            run_latch <= 1'b1;
        else if (cnt == 4'd9)
            run_latch <= 1'b0;
    end
end
always @(posedge clk or negedge rst_n)
begin
    if (!rst_n)
        cnt <= 4'd0;
    else
    begin
        if (run_latch)
            cnt <= cnt + 4'd1;
        else
            cnt <= 4'd0;
    end
end
assign vld = (cnt == 4'd10);
assign y0 = para_in<<2;
always @(*)
begin
    if (run_latch)
    begin
        case(cnt)
            4'd0:
            begin
                tmp1 = y2>>>1;
                tmp2 = x2>>>1;
            end
            4'd1:
            begin
                tmp1 = y2>>>2;
                tmp2 = x2>>>2;
            end
            4'd2:
            begin
                tmp1 = y2>>>3;
                tmp2 = x2>>>3;
            end
            4'd3:
            begin
                tmp1 = y2>>>4;
                tmp2 = x2>>>4;
            end
            4'd4:
            begin
                tmp1 = y2>>>5;
                tmp2 = x2>>>5;
            end
            4'd5:
            begin
                tmp1 = y2>>>6;
                tmp2 = x2>>>6;
            end
            4'd6:
            begin
                tmp1 = y2>>>7;
                tmp2 = x2>>>7;
            end
            4'd7:
            begin
                tmp1 = y2>>>8;
                tmp2 = x2>>>8;
            end
            4'd8:
            begin
                tmp1 = y2>>>9;
                tmp2 = x2>>>9;
            end
            4'd9:
            begin
                tmp1 = y2>>>10;
                tmp2 = x2>>>10;
            end
            default:     
            begin
                tmp1 = 19'd0;
                tmp2 = 19'd0;
            end
        endcase
    end
    else
    begin
        tmp1 = 19'd0;
        tmp2 = 19'd0;
    end
end
always @(*)
begin
    if (run_latch)
    begin
        if ((x2[19] == y2[19]) | (x2 == 20'd0) | (y2 == 20'd0))
        begin
            xr = x2 + tmp1;
            yr = y2 - tmp2;
        end
        else
        begin
            xr = x2 - tmp1;
            yr = y2 + tmp2;
        end
    end
    else
    begin
        xr = 20'd0;
        yr = 20'd0;
    end
end
always @(posedge clk or negedge rst_n)
begin
    if (!rst_n)
    begin
        x2 <= 20'd0;
        y2 <= 20'd0;
    end
    else
    begin
        if (trig)
        begin
            if (~para_in[16]) 
            begin
                x2 <= 20'd1024 + y0;
                y2 <= y0 - 20'd1024;
            end
            else  
            begin
                x2 <= 20'd1024 - y0;
                y2 <= y0 + 20'd1024;
            end
        end
        else if (run_latch)
        begin
            x2 <= xr;
            y2 <= yr;
        end
    end
end
always @(posedge clk or negedge rst_n)
begin
    if (!rst_n)
        atany <= 12'd0;
    else 
    begin
        if (trig)
        begin
            if (~para_in[16]) 
                atany <= 12'd804;
            else 
                atany <= 12'd3292;
        end
        else if (run_latch)
        begin
            case (cnt)
                4'd0: 
                begin
                    if ((x2[19] == y2[19]) | (x2 == 20'd0) | (y2 == 20'd0))
                        atany <= atany + 12'd475;
                    else
                        atany <= atany - 12'd475;
                end
                4'd1: 
                begin
                    if ((x2[19] == y2[19]) | (x2 == 20'd0) | (y2 == 20'd0)) 
                        atany <= atany + 12'd251;
                    else
                        atany <= atany - 12'd251;
                end
                4'd2: 
                begin
                    if ((x2[19] == y2[19]) | (x2 == 20'd0) | (y2 == 20'd0)) 
                        atany <= atany + 12'd127;
                    else
                        atany <= atany - 12'd127;
                end
                4'd3: 
                begin
                    if ((x2[19] == y2[19]) | (x2 == 20'd0) | (y2 == 20'd0))
                        atany <= atany + 12'd64;
                    else
                        atany <= atany - 12'd64;
                end
                4'd4: 
                begin
                    if ((x2[19] == y2[19]) | (x2 == 20'd0) | (y2 == 20'd0))
                        atany <= atany + 12'd32;
                    else
                        atany <= atany - 12'd32;
                end
                4'd5: 
                begin
                    if ((x2[19] == y2[19]) | (x2 == 20'd0) | (y2 == 20'd0))
                        atany <= atany + 12'd16;
                    else
                        atany <= atany - 12'd16;
                end
                4'd6: 
                begin
                    if ((x2[19] == y2[19]) | (x2 == 20'd0) | (y2 == 20'd0))
                        atany <= atany + 12'd8;
                    else
                        atany <= atany - 12'd8;
                end
                4'd7: 
                begin
                    if ((x2[19] == y2[19]) | (x2 == 20'd0) | (y2 == 20'd0))
                        atany <= atany + 12'd4;
                    else
                        atany <= atany - 12'd4;
                end
                4'd8: 
                begin
                    if ((x2[19] == y2[19]) | (x2 == 20'd0) | (y2 == 20'd0))
                        atany <= atany + 12'd2;
                    else
                        atany <= atany - 12'd2;
                end
                4'd9: 
                begin
                    if ((x2[19] == y2[19]) | (x2 == 20'd0) | (y2 == 20'd0))
                        atany <= atany + 12'd1;
                    else
                        atany <= atany - 12'd1;
                end
            endcase
        end
    end
end
endmodule
==> GITHUB_STEP_SUMMARY <==
## Implementation flow summary

| Metric | Value |
|---|---|
| CTS Sinks | roughly 57 |
| Antenna viol nets, final | 0 |
| Die height | 161 um |
| Max-cap viol count | 0 |
| Min-delay worst type | flop to flop |
| Rel. slew slack | 0.394 |
| Routability cong. | 0.987 |
| Filler cells | between 2,000 and 2,500 |
| Synth Area in XOR/XNOR | 0.0890 |
| Final tally of hold violations | 0 |
| Log Warnings | 32 |
| Final period utilization | 0.443 |
| Layout Area Growth over Synthesis | 6.57% |
| Cells after synthesis | 1,393 |
| Synth Seq Share | 0.141 |
| WP data arrival | between 6000 and 7000 ps |
| GRT Util Overall | 0.291 |
| WP data required | 13,460 ps |
| Synth Warn # | 1 |
| Cell Type Count | 86 |
| Fraction of layout cells with a size suffix above 1 | 0.0533 |
| Logic cell area | 7990 um^2 |
| Simple share | 0.207 |
| Die Size | around 26,000 um^2 |
| Worst-Margin Slew | approximately 900 ps |
| Clock latency (worst-skew pair) | 350 ps |
| CTS tree | built |
| Register area | 1430 um^2 |
| Kind of start point of the critical path | flop |
| Core area | 24,600 um^2 |
| DRC | 0 |
| FP Rows | 57 |
| Worst-path clk slew | 50 ps |
| Maximum clock frequency | roughly 170 MHz |
| Initial antenna violation count | 0 |
| # setup viols final | 0 |
| GRT busiest layer | met1 |
| Crit path time final | ~6000 ps |
| Clk_skew | 9.59 ps |
| Ao+oa area frac | 0.352 |
| Adder Share, Synth | 0.103 |
| DP HPWL | roughly 27,000 um |
| Chip Width | about 160 um |
| Synth Flop Type | dfrtp_1 |
| Routed WL | 37,000 um |
| Via count | between 10,000 and 15,000 |
| I/O pins | 33 |
| CP endpoint kind | flop |
| Inserted Clock Buffers | 9 |
| Grt met2 use | 0.424 |
| Vias in the first global route | 10,200 |
| H-tree Lvls | 3 |
| Main logic family | AND-OR/OR-AND gates |
| Final worst setup slack | 7350 ps |
| Yosys stat chip area | 10,100 um^2 |
| Number of synthesized flops with an enable pin | 0 |
| First-pass GRT wire length | 58,500 um |
| Cell area after synthesis | just over 10,000 um^2 |
| # Cells Yosys | 1,393 |
| Mux cell area share | 0.0353 |
| DRT Pass-1 Iters | 8 |
| Routed WL per cell | 22.1 um |
| Crit path kind | flop to flop |
| CP Max Fanout | 58 |
| RSZ-0062 raised after global routing | no |
| Largest net degree at the start of global routing | 64 |
| Post-synth ARST share | 1.00 |
| Routing usage on met1 | 0.426 |
| Syn avg cell area | 7.28 um^2 |
| Drt first-iter violations | 1,425 |
| Via-to-Cell Ratio | between 6 and 7 |
| CTS hold repair buffers | 0 |
| Max Buffers Root-to-Sink | 2 |
| Starting Density | 0.412 |
| Max-slew violations | 0 |
| Flops after synth | 57 |
| Status | complete, no violations |
| Ant. Diodes | 0 |
| Worst slack, placed | 7600 ps |
| Setup_tns | 0 ps |
| GRT met3 Usage | 0.0665 |
| Overflow after GRT | 0 |
| Root Buffer | clkbuf_16 |
| PortBufs | 32 |
| Post-CTS Setup Bufs | 0 |
| Post_cts resized | 0 |
layer usage:
layer,vias up,routed length [um]
met5,-,0
met4,0,1520
met3,99,3660
met2,572,15700
met1,5016,16200
li1,5149,-
synth_stat cells (9+ instances only):
master,instances,area share
or3_1,11,0.0068
o211ai_1,9,0.0067
o21ai_0,102,0.050
nand2b_1,17,0.010
nor2_1,99,0.037
nand3b_1,11,0.0081
a21oi_1,117,0.058
a222oi_1,14,0.014
nand2_1,132,0.049
mux2i_1,29,0.029
o22ai_1,19,0.012
ha_1,69,0.085
a22oi_1,45,0.033
xnor2_1,68,0.059
and2_1,10,0.0062
a22o_1,16,0.014
nor2b_1,19,0.012
buf_1,14,0.0052
fa_1,9,0.018
buf_6,11,0.012
clkbuf_1,67,0.025
dfrtp_1,57,0.14
nor3_1,23,0.011
a21o_1,32,0.024
a31oi_1,18,0.011
and3_1,11,0.0068
xor2_1,35,0.030
a221oi_1,16,0.014
o31ai_1,15,0.011
nand3_1,41,0.020
nor4_1,14,0.0086
nand4_1,9,0.0056
inv_1,49,0.018
buf_2,18,0.0089
a211oi_1,20,0.015
o21a_1,9,0.0067
cells in the final DEF, fill, tap and decap left out, types with 30 or more instances in the layout:
| cell | Yosys | routed |
|---|---|---|
| nand2_1 | 132 | 132 |
| a21oi_1 | 117 | 117 |
| o21ai_0 | 102 | 102 |
| nor2_1 | 99 | 98 |
| xnor2_1 | 68 | 68 |
| ha_1 | 69 | 66 |
| dfrtp_1 | 57 | 54 |
| inv_1 | 49 | 49 |
| a22oi_1 | 45 | 45 |
| nand3_1 | 41 | 41 |
| xor2_1 | 35 | 35 |
| a21o_1 | 32 | 32 |
| clkdlybuf4s50_1 | 0 | 30 |
final timing paths:
| path | endpoint | startpoint | slack [ps] | cells past startpoint |
|---|---|---|---|---|
| min | cnt[0] | cnt[0] | 520 | 1 |
| max | x2[18] | cnt[0] | 7350 | 22 |
| min reg2reg | cnt[0] | cnt[0] | 520 | 1 |
| min in group asynchronous | y2[11] | rst_n | 2330 | 1 |
| max in group asynchronous | run_latch | rst_n | 9910 | 2 |
| max reg2reg | x2[18] | cnt[0] | 7350 | 22 |
area by class of cell:
class,instances,area share
Timing Repair Buffer,57,0.0461
Clock buffer,12,0.0237
Tap cell,324,0.0375
Inverter,50,0.0174
Sequential cell,57,0.132
Multi-Input combinational cell,1171,0.739
Clock inverter,3,0.00371
cells by family after synthesis:
kind of cell / Yosys count
compound gates: 528
xor+xnor: 103
fa+ha+maj: 78
buf+inv: 165
flops: 57
mux: 35
simple gates: 427
state kept, by name, indices dropped and copies added (netlist names):
register / flops
run_latch: 1
atany: 12
cnt: 4
y2: 20
x2: 20
per-stage QoR:
stage / instance area [um^2] / utilization / std cells / hold WS, ps
6_report: 10800 / 0.439 / 1674 / 524
5_1_grt: 10800 / 0.439 / 1674 / 567
4_1_cts: 10800 / 0.439 / 1674 / 528
3_5_place_dp: 10500 / 0.427 / 1659 / 520
3_3_place_gp: 10500 / 0.427 / 1659 / 507
2_1_floorplan: 10100 / - / 1393 / 480
worst max-delay path, cell delays in order, from the launching register on:
cell       delay [ps]
dfrtp_1           410
inv_1              90
ha_2              180
buf_4             300
a222oi_1          490
mux2i_1           150
a222oi_1          500
nor2_1            130
inv_1              80
ha_1              360
nand3_1           140
o21ai_0           220
xnor2_1           140
o21ai_0           100
ha_1              340
or3_1             110
o21ai_0            90
a2111oi_0         750
o32a_1            440
a221o_1           250
a41oi_1           150
xor2_1            160
o21ai_0           150
